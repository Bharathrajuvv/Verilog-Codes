==> flow/run.sh <==
#!/bin/bash
# OpenROAD 26Q1-2900-gdf79404cd8, Yosys 0.63+post, stock flow scripts
make -C /OpenROAD-flow-scripts/flow DESIGN_CONFIG=/design/flow/config.mk WORK_HOME=/design/flow/orfs finish
==> flow/config.mk <==
export PLATFORM = sky130hd
export DESIGN_NAME = seq
export DESIGN_NICKNAME = seq
export VERILOG_FILES = /design/flow/design.v
export SDC_FILE = /design/flow/constraint.sdc
export NUM_CORES = 4
export LEC_CHECK = 1
export CORE_AREA = 10 10 70 70
export DIE_AREA = 0 0 80 80
==> flow/constraint.sdc <==
current_design seq

set clk_period 1.0
set clk_io_pct 0.2

create_clock -name clk0 -period $clk_period [get_ports {clk}]

set non_clock_inputs [all_inputs -no_clocks]
set_input_delay [expr $clk_period * $clk_io_pct] -clock clk0 $non_clock_inputs
set_output_delay [expr $clk_period * $clk_io_pct] -clock clk0 [all_outputs]
==> flow/design.v <==
module seq(input x,clk,rst, output y);
  reg[4:0] st,nx_st;
  parameter a=4'd1;
  parameter b=4'd2;
  parameter c=4'd3;
  parameter d=4'd4;
  parameter e=4'd5;
  always@(posedge clk)begin
    if(rst==0)begin
      st<=a;
    end
    else
      st<=nx_st;
  end
  always@(*)begin
    case(st)
      a:nx_st = x?b:a;
      b:nx_st = x?b:c;
      c:nx_st = x?d:a;
      d:nx_st = x?e:a;
      e:nx_st = x?a:a;
      default:nx_st=a;
    endcase
  end
  assign y=(st==e)&&(x==1);
endmodule
==> summary.txt <==
Physical implementation.

- The flow ran to the end, and the final reports show no timing, DRC or antenna violations.
- The largest registers in the layout are st (5).
- The largest net degree at the start of global routing is 6.
- The width of the die is 80 um.
- The power report attributes to the combinational group a share of 0.048.
- The aggregate global-route resource usage is 0.0144.
- The summed standard-cell area reported by yosys is 155 sq um.
- The setup fix buffers added after clock tree synthesis is 0.
- The critical path crosses 2 cells after its start point.
- The number of hold violations in the final report is 0.
- The number of antenna violations at the first check in global routing is 0.
- The final weighted congestion in routability-driven placement is 0.655.
- The net switching component of the power is 0.0000972 W.
- Clock tree synthesis found a total of 5 sinks.
- The quantity of hold-fixing buffers added after cts is 0.
- dfxtp_1 takes more of the synthesized area than any other cell.
- The top achievable clock speed is 1020 MHz.
- The area overhead of the layout relative to synthesis is 81.5%.
- The die boundary height is 80 um.
- The worst stage delay on the critical path is 310 ps.
- The starting DRC count in detailed routing is 3.
- The share of total power dissipated in sequential elements is 0.449.
- The cell area power density is 1660 nW/um^2.
- The element type at the critical path end is an output port.
- The smallest setup slack after layout is 18.7 ps.
- Summing every instance area after synthesis gives 155 sq um.
- The cell-internal power is 0.000371 W.
- The report lists the cells along the critical path as and2_4 -> buf_6.
- Data arrives at the worst endpoint at 780 ps.
- For this run, design rule violations remaining after detail routing come to 0.
- The worst setup timing slack at the placement stage is -462 ps.
- The part of the Yosys area used for sequential elements is 0.645.
- The kind of cell with the highest combined delay along the critical path is flip-flops.
- The count of placed standard cells including taps is 64.
- Counting the warning lines in the Yosys log gives 1.
- Buffers placed on the I/O ports in this run total 3.
- In the final report, the number of endpoints failing setup comes to 0.
- The first detailed-routing pass ran for 4 iterations.
- On the critical path, the stage with the largest delay is an instance of dfxtp_2.
- The highest ir drop seen on vdd is 0.302 mV.
- The number of library cell types mapped by synthesis is 9.
- The critical path start-end classification is flop to output port.
- The wire length per cell after detailed routing is 5.36 um.
- For reference, the final report shows the max-slew violation count at 0.
- The number of standard cells reported by yosys is 14.
- The setup slack on the worst flop-to-flop path is 310 ps.
- The number of buffer and inverter stages on the critical path is 1.
- The area fraction of the dominant cell type after synthesis is 0.645.
- The number of CTS-inserted buffers is 3.
- Checking max transition, the worst relative margin is 0.890.
- Warnings raised by the tools during the run amount to 26.
- After layout, the setup clock skew is reported as 0.121 ps.
- For the worst flop-to-flop path, the logic depth is 2.
- Per the synth log, the flip-flop and latch total comes to 5.
- The number of non-filler instances in the completed layout is 69.
- The part of the cycle the worst path needs is 0.981.
- The post-synth tally of flip-flops with integrated enable is 0.
- The commonest cells after synthesis are dfxtp_1, and3_1.
- For the finished layout, the period the worst path requires is 981 ps.
- Looking at the cell usage after synthesis, the top flip-flop cell is dfxtp_1.
- On the worst setup and hold paths after CTS, the clock-pin slew comes to 40 ps.
- The number of flip-flops under the largest register name is 5.
- The source-to-sink clock delay at the later pin of the worst-skew pair is 240 ps.
- The first global-routing pass estimated 648 um of wire.
- The via count of the first global-routing pass is 151.
- The number of antenna-violating nets in the routed design is 0.
- Dividing the synthesized area by the synthesized cell count gives 11.1 sq um.
- The worst hold path belongs to the class primary input to flop.
- The worst setup path is launched from a flop.
- According to the timing report, the data required time at the worst endpoint equals 800 ps.
- The cell at the root of the clock tree is clkbuf_4.
- The total I/O pin count is 4.
- The launch point of the critical path was reported as st[3]$_DFF_P_.
- The register name with the most flops is st.
- The fraction of the core area covered by cells at the end of the flow is 0.0824.
- For the pin with the worst max-slew slack, the measured transition is 164 ps.
- Yosys reported that registers with async set or reset make up 0.
- The routed layout has 129 vias.
- Of all nets on the critical path, the largest fanout is 2.
- The analysis attributes to cell leakage a power of 0.113 nW.
- TritonCTS built the clock tree.
- The buffer levels on the longest clock path is 2.
- For the worst reg-to-reg path, the endpoint reported by OpenROAD is st[0]$_DFF_P_.
- The routed wire length is 370 um.
- At the floorplan stage, the core utilization is reported as 0.0454.
- The report lists the number of standard-cell rows as 21.
- The reg-to-reg startpoint is st[0]$_DFF_P_.
- The clock power share is 0.503.
- Setup repair after global routing could not meet its margin everywhere.
- The worst setup path endpoint is y.
- The chip occupies 6400 sq um.
- Across all hold checks on the routed design, the worst slack comes to 390 ps.
- CTS built an H-tree with a depth of 1.
- Looking at the gate-level netlist, the highest instance count belongs to dfxtp_1.
- Per the post-synthesis report, the number of cells in the design is 14.
- The per-cell via count in the routed design is 1.87.
- In this run the standard cell core region covers 3420 sq um.
- Sorting the synthesized cells by area gives the leading types as dfxtp_1, and3_1, o211a_1, and2_2, and2b_1.
- The report counts max-capacitance violations totalling 0.
- The net switching fraction of the power is 0.207.
- Of the cells placed in the final design, the portion with a size suffix greater than 1 is 0.318.
- The global route stage reports its total congestion overflow as 0.
repair_timing:
item                                   4_1_cts  5_1_grt
endpoints found under the hold margin        0        0
gates cloned                                 0        0
gates resized                                6        1
setup endpoints to repair                    1        1
pin swaps                                    1        0
worst min-delay path, stage by stage:
cell and delay [ps]:
dlygate4sd2_1 210, buf_4 130, nor2_1 40
metal layers:
| metal | routed length [um] | track usage | vias to the layer above |
|---|---|---|---|
| li1 | - | - | 64 |
| met4 | 0 | 0.00352 | 0 |
| met5 | 0 | 0 | - |
| met2 | 111 | 0.0161 | 8 |
| met1 | 171 | 0.0133 | 57 |
| met3 | 87 | 0.0227 | 0 |
metrics by stage:
step,setup TNS [ps],cell area [sq um],power (W)
final,0,282,0.000469
after CTS,0,273,0.000473
after global placement,-543,250,0.000236
after detailed placement,-588,250,0.000237
after floorplan,0,155,0.000221
after global routing,-3.84,279,0.000494
logic make-up after synthesis:
group / Yosys count / synth area share
compound gates: 2 / 0.0967
flops: 5 / 0.645
simple gates: 7 / 0.258
power groups by stage:
| stage | Clock [W] | Combinational, W | Sequential [W] |
|---|---|---|---|
| 4_1_cts | 0.000240 | 0.0000224 | 0.000210 |
| 5_1_grt | 0.000257 | 0.0000261 | 0.000211 |
| 6_report | 0.000236 | 0.0000225 | 0.000210 |
cell type report:
cell class / count / area, sq um
fill: 402 / 3130
multi-input combinational: 9 / 56.3
timing repair buffer: 4 / 37.5
tap: 46 / 57.6
clock buffer: 4 / 26.3
sequential: 5 / 101
antenna: 1 / 2.50
worst min path at each step:
stage	startpoint	endpoint	slack [ps]	cells past startpoint
CTS	x	st[4]$_DFF_P_	380	3
global route	x	st[4]$_DFF_P_	400	3
finish	x	st[4]$_DFF_P_	390	3
layout by cell type (no fill, tap or decap):
master,n
dlygate4sd2_1,1
and2b_1,1
o211a_1,1
nor3_1,1
nor2_1,1
dfxtp_1,4
diode_2,1
clkdlybuf4s50_1,1
o21ai_1,1
buf_6,1
buf_4,1
and3_1,2
nand2_1,1
clkbuf_1,1
and2_4,1
dfxtp_2,1
clkbuf_4,3
Power and IR drop assume default switching activity.
